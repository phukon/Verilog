===== config.mk =====
export PLATFORM = sky130hd
export DESIGN_NAME = counter2
export DESIGN_NICKNAME = counter2
export VERILOG_FILES = /design/flow/design.v
export SDC_FILE = /design/flow/constraint.sdc
export NUM_CORES = 4
export LEC_CHECK = 1
export CORE_AREA = 10 10 70 70
export DIE_AREA = 0 0 80 80

===== constraint.sdc =====
current_design counter2

set clk_period 2.0
set clk_io_pct 0.2

create_clock -name clk0 -period $clk_period [get_ports {clk2}]

set non_clock_inputs [all_inputs -no_clocks]
set_input_delay [expr $clk_period * $clk_io_pct] -clock clk0 $non_clock_inputs
set_output_delay [expr $clk_period * $clk_io_pct] -clock clk0 [all_outputs]

===== design.v =====
`timescale 1 ns / 1 ps
module counter2(clk2,reset2,up_down2,load2,data2,count2);
  input clk2,reset2,load2,up_down2;
  input [3:0] data2;
  output reg [3:0] count2;
  always@(posedge clk2)   
  begin
    if(reset2)    		 
      count2 <= 0;
    else if(load2)    	 
      count2 <= data2;
    else if(up_down2)     
      count2 <= count2 + 1;
    else            	 
      count2 <= count2 - 1;
  end
endmodule

===== run.sh =====
#!/bin/bash
# OpenROAD 26Q1-2900-gdf79404cd8, Yosys 0.63+post, stock flow scripts
make -C /OpenROAD-flow-scripts/flow DESIGN_CONFIG=/design/flow/config.mk WORK_HOME=/design/flow/orfs finish

==> results.tsv <==
metric	value	unit
largest net degree at the start of global routing	8	
hold_buf cts	0	
Max Root-Sink Buffers	2	
maximum clock frequency	0.572	GHz
vias in the first global route	246	
# setup viols final	0	
First-pass DRT Iterations	3	
Final min period	1.75	ns
WHS	0.590	ns
synth-to-layout area growth	73.0	%
FF-to-FF path depth	4	
port bufs	11	
Placer Congestion	0.759	
vias per inst	2.58	
Synth Register Bits	4	
DR WL/cell	7.99	um
number of logged tool warnings	25	
Logic pwr share	0.264	
Critical Path Source	up_down2	
Finished Cell Area	424	um^2
Reg with most FFs	count2	
core area	3420	um^2
relative max-transition margin	0.810	
Vias	217	
Die Size	6400	um^2
Fin Clk Skew	0.00369	ns
overall power	269	uW
Die H	80	um
initial drt markers	2	
critical path launch point type	input pin	
P_int	202	uW
worst reg2reg path startpoint	count2[2]$_SDFF_PP0_	
Mapped Area	245	um^2
detailed placer's ending HPWL	571	um
antenna violation net count after detailed routing	0	
status	finished, final reports clean	
Critical Path End	count2[3]$_SDFF_PP0_	
cell count after synthesis	25	
max FFs per register	4	
DIE WIDTH	80	um
placed inst area	402	um^2
Final period util	0.874	
Reg2Reg Capture Point	count2[3]$_SDFF_PP0_	
data arrival time of the critical path	1.92	ns
antenna violations before repair	0	
DRC viols	0	
Num CTS Buffers	3	
setup TNS	0	ns
Starting Density	0.0718	
clock-pin slew on the worst setup and hold paths	0.04	ns
largest fanout on the critical path	3	
power share of the clock group	0.377	
Resized Gates After CTS	0	
drt total wl	671	um
most numerous logic cell after layout	clkdlybuf4s50_1	
clk sinks	4	
Total GRT Usage	0.0227	
RSZ-0062 raised after global routing	no	
clk latency late pin	0.24	ns
n_diodes	0	
# IOs	12	
root buf cell	clkbuf_4	
CP required	2.17	ns
Unique masters post-synth	15	
CTS tree	built	
final max-slew violation count	0	
min-delay worst type	register to register	
pwr dens	635	nW/um^2
Worst R2R Setup Slack	0.71	ns
setup bufs post-CTS	0	
H-tree levels	1	
global-route wire length before repair	1.15	mm
Max Cap Viol	0	
total grt overflow	0	
fillers	397	
average size of a mapped cell	9.81	um^2
worst-case vdd ir drop	0.159	mV
Seq share, synth	0.327	
Net Sw Frac	0.252	
yosys stat chip area	245	um^2
share of layout cells above drive strength 1	0.105	
Warnings, synthesis	1	
ys cells	25	
CP endpoint kind	register	
WS Path Type	input pin to register	
most common logic cells in the final layout	clkdlybuf4s50_1, nor2_1, dfxtp_1	
Slew @ Worst Pin	0.285	ns
Leak	0.162	nW
Seq pwr share	0.360	
final hold violations	0	
Top Registers	count2 (4)	
sw power	67.9	uW
FP Rows	21	
==> kinds of logic after synthesis <==
logic type	Yosys count	share of synthesized area
muxes	2	0.0816
xor gates and xnor gates	2	0.0714
and+or+nand+nor	8	0.138
buffers and inverters	2	0.0612
AOI/OAI and AO/OA	4	0.138
adders and majority gates	3	0.184
DFF	4	0.327
==> metrics by stage <==
step	util	worst slack (ns)	cells
after floorplan	-	0.592	25
after CTS	0.124	0.252	84
after detailed placement	0.118	0.00580	81
after global routing	0.124	0.171	84
after global placement	0.118	0.00707	81
final	0.124	0.252	84
==> per-layer routing <==
layer | global-route usage | vias up | share of wire
li1 | - | 114 | -
met1 | 0.0253 | 95 | 0.41
met2 | 0.0321 | 8 | 0.45
met3 | 0.0205 | 0 | 0.14
met4 | 0.00352 | 0 | 0
met5 | 0 | - | 0
==> cells in the mapped netlist <==
cell type	number	area (um^2)
ha_1	2	25.0
fa_1	1	20.0
xnor2_1	1	8.76
nor2_1	5	18.8
nand2_1	1	3.75
nand4_1	1	6.26
mux2i_1	2	20.0
o211ai_2	1	12.5
inv_1	1	3.75
a2111o_1	1	11.3
buf_6	1	11.3
dfxtp_1	4	80.1
xor2_1	1	8.76
nand3_1	1	5.00
a21oi_1	2	10.0
==> layout make-up <==
| type | instances | area [um^2] | share of cell area |
|---|---|---|---|
| Sequential cell | 4 | 80.1 | 0.189 |
| Clock buffer | 3 | 22.5 | 0.0531 |
| Inverter | 1 | 3.75 | 0.00885 |
| Timing Repair Buffer | 11 | 110 | 0.260 |
| Multi-Input combinational cell | 19 | 150 | 0.354 |
| Tap cell | 46 | 57.6 | 0.136 |
==> power by group through the flow <==
stage         clock [mW]  combinational, mW  sequential [mW]
CTS                0.107             0.0730           0.0972
global route       0.114             0.0814           0.0981
finish             0.101             0.0710           0.0969
==> how the worst min path moves through the flow <==
stage                          end  depth (start not counted)            startpoint
finish        count2[0]$_SDFF_PP0_                          3  count2[0]$_SDFF_PP0_
global route  count2[0]$_SDFF_PP0_                          3  count2[0]$_SDFF_PP0_
CTS           count2[0]$_SDFF_PP0_                          3  count2[0]$_SDFF_PP0_
==> worst max-delay path, cell delays in order <==
cell             delay [ns]
clkdlybuf4s50_1        0.49
inv_1                  0.09
ha_1                   0.34
a21oi_1                0.10
a2111o_1               0.42
o211ai_2               0.07
Power and IR drop assume default switching activity.
