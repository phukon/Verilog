File: /design/flow/config.mk
export PLATFORM = sky130hd
export DESIGN_NAME = counter
export DESIGN_NICKNAME = counter
export VERILOG_FILES = /design/flow/design.v
export SDC_FILE = /design/flow/constraint.sdc
export NUM_CORES = 4
export LEC_CHECK = 1
export CORE_AREA = 10 10 70 70
export DIE_AREA = 0 0 80 80
File: /design/flow/constraint.sdc
current_design counter

set clk_period 2.3
set clk_io_pct 0.2

create_clock -name clk0 -period $clk_period [get_ports {clk}]

set non_clock_inputs [all_inputs -no_clocks]
set_input_delay [expr $clk_period * $clk_io_pct] -clock clk0 $non_clock_inputs
set_output_delay [expr $clk_period * $clk_io_pct] -clock clk0 [all_outputs]
File: /design/flow/design.v
`timescale 1 ns / 1 ps
module counter(
	input clk,
	input reset,
	input increment,
	input decrement,
	output reg [3:0] count
	);					  
	reg enable;
	reg [3:0] mux_out;
	always@(*)
		enable = increment | decrement;
	always@(*)
	begin
		case(increment)
		1'b0: mux_out = count-1;
		1'b1: mux_out = count+1;
		endcase
	end
	always @ (posedge clk)
	if(reset)
		count <= #1 0;
	else if(enable)
		count <= #1 mux_out;		
endmodule
File: /design/flow/run.sh
#!/bin/bash
# OpenROAD 26Q1-2900-gdf79404cd8, Yosys 0.63+post, stock flow scripts
make -C /OpenROAD-flow-scripts/flow DESIGN_CONFIG=/design/flow/config.mk WORK_HOME=/design/flow/orfs finish
==> metrics.txt <==
# HELP chip_impl_metric Flow report values
# TYPE chip_impl_metric gauge
chip_impl_metric{name="grt_util_all_layers",unit="%"} 2.04
chip_impl_metric{name="ff2ff_setup_slack",unit="ps"} 1010
chip_impl_metric{name="ys_async_sr_fraction",unit="%"} 0
chip_impl_metric{name="antenna_cells",unit=""} 0
chip_impl_metric{name="height_of_the_chip",unit="µm"} 80
chip_impl_info{name="synth_area_leader_cell",value="dfxtp_1"} 1
chip_impl_metric{name="worstRegToRegCells",unit=""} 4
chip_impl_info{name="hold_path_class",value="flop to flop"} 1
chip_impl_metric{name="final.min_clock_period",unit="ps"} 1790
chip_impl_info{name="worstHoldEndpoint",value="count[1]"} 1
chip_impl_metric{name="cts_post_setup_buffers_inserted",unit=""} 0
chip_impl_info{name="clk_root_buffer_cell",value="clkbuf_4"} 1
chip_impl_metric{name="dpl.hpwl",unit="µm"} 522
chip_impl_metric{name="static-leakage-power",unit="nW"} 0.156
chip_impl_info{name="layout_top_registers",value="count (4)"} 1
chip_impl_metric{name="dp_slack",unit="ps"} 262
chip_impl_metric{name="simple_gate_share",unit="%"} 29.3
chip_impl_metric{name="yosysChipArea",unit="µm²"} 260
chip_impl_metric{name="holdBufCountCts",unit=""} 0
chip_impl_metric{name="peak_supply_drop",unit="V"} 0.000115
chip_impl_metric{name="drt_iter0_drc",unit=""} 16
chip_impl_info{name="top_cells_by_count",value="4 x dfxtp_1, 4 x nor2_1"} 1
chip_impl_info{name="run_status",value="finished, final reports clean"} 1
chip_impl_metric{name="clkSinkCount",unit=""} 4
chip_impl_metric{name="vias",unit=""} 254
chip_impl_metric{name="ant_nets",unit=""} 0
chip_impl_metric{name="floorplan.die_area",unit="µm²"} 6400
chip_impl_info{name="cts_tree",value="yes"} 1
chip_impl_metric{name="fin_cells",unit=""} 86
chip_impl_metric{name="power.density_cell_area",unit="nW/µm²"} 642
chip_impl_metric{name="viasPerCell",unit=""} 2.95
chip_impl_info{name="rsz0062_at_grt",value="no"} 1
chip_impl_metric{name="grt_pass1_vias",unit=""} 301
chip_impl_metric{name="fmaxAchievable",unit="MHz"} 558
chip_impl_metric{name="netlist_area",unit="µm²"} 260
chip_impl_metric{name="fraction_of_final_layout_cells_with_drive_strength_greater_than_1",unit="%"} 17.5
chip_impl_metric{name="timing.final.max_slew_violations",unit=""} 0
chip_impl_metric{name="synth-adder-area-share",unit="%"} 17.3
chip_impl_info{name="critPathCaptureType",value="flop"} 1
chip_impl_metric{name="worst_setup_hold_path_clk_slew",unit="ps"} 40
chip_impl_info{name="yosys-top-cells-area",value="dfxtp_1 31%, ha_1 9.6%, fa_1 7.7%"} 1
chip_impl_metric{name="fin_skew",unit="ps"} 4.22
chip_impl_info{name="critical_path.reg2reg.endpoint",value="count[3]"} 1
chip_impl_metric{name="setup_tns",unit="ps"} 0
chip_impl_metric{name="drt_pass1_iterations",unit=""} 2
chip_impl_metric{name="cts.htree.levels",unit=""} 1
chip_impl_metric{name="wl_per_cell",unit="µm"} 7.20
chip_impl_metric{name="hold-worst-slack",unit="ps"} 511
chip_impl_metric{name="tool_warning_count",unit=""} 25
chip_impl_info{name="min-delay-start",value="count[1]"} 1
chip_impl_metric{name="synthCells",unit=""} 29
chip_impl_metric{name="post-synth-top-area-fraction",unit="%"} 30.8
chip_impl_metric{name="synthMuxAreaShare",unit="%"} 0
chip_impl_info{name="yosys-dominant-comb-family",value="simple AND/OR/NAND/NOR gates"} 1
chip_impl_info{name="largest-register",value="count"} 1
chip_impl_metric{name="fillCellCount",unit=""} 393
chip_impl_metric{name="worstPathMaxFanout",unit=""} 3
chip_impl_metric{name="drc",unit=""} 0
chip_impl_metric{name="postLayoutSetupSlackWorst",unit="ps"} 508
chip_impl_metric{name="ys_seq_share",unit="%"} 30.8
chip_impl_metric{name="rows",unit=""} 21
chip_impl_metric{name="worstSkewPairLatency",unit="ps"} 230
chip_impl_metric{name="synth-xor-area-share",unit="%"} 6.73
chip_impl_metric{name="number_of_synthesized_flops_with_an_enable_pin",unit=""} 0
chip_impl_info{name="crit_path_start_kind",value="primary input"} 1
chip_impl_metric{name="synthDistinctLibCells",unit=""} 18
chip_impl_info{name="path_class",value="primary input to flop"} 1
chip_impl_metric{name="timing.critical_path.required",unit="ps"} 2440
chip_impl_metric{name="hold_depth",unit=""} 2
chip_impl_info{name="r2r_start",value="count[2]"} 1
chip_impl_metric{name="place_congestion",unit=""} 0.686
chip_impl_metric{name="synth_area_per_cell",unit="µm²"} 8.97
chip_impl_metric{name="grt_pass1_wl",unit="mm"} 1.13
chip_impl_metric{name="synth_compound_gate_area_share",unit="%"} 14.4
chip_impl_metric{name="cp.arrival",unit="ps"} 1930
chip_impl_metric{name="antenna_found_initial",unit=""} 0
chip_impl_metric{name="worst_slew_pin_slew",unit="ps"} 228
chip_impl_info{name="ys_dominant_reg_cell",value="dfxtp_1"} 1
chip_impl_metric{name="max-slew-margin-rel",unit="%"} 84.6
chip_impl_metric{name="largest_register_ffs",unit=""} 4
chip_impl_metric{name="synth-seq-cells",unit=""} 4
chip_impl_metric{name="final_hold_viol_count",unit=""} 0
chip_impl_metric{name="setup-violations-final",unit=""} 0
chip_impl_metric{name="cts.repair.resized",unit=""} 0
chip_impl_metric{name="initCoreUtil",unit="%"} 7.62
chip_impl_metric{name="max-clock-path-buffers",unit=""} 2
chip_impl_metric{name="port_buffers",unit=""} 7
chip_impl_metric{name="totalWireLength",unit="µm"} 619
chip_impl_metric{name="grt_start_max_net_pins",unit=""} 7
chip_impl_metric{name="ys.warnings.count",unit=""} 1
chip_impl_metric{name="max-cap-violations",unit=""} 0
chip_impl_metric{name="io_pins",unit=""} 8
chip_impl_info{name="cells_along_the_critical_path",value="clkdlybuf4s50_1 -> inv_1 -> ha_1 -> a21oi_2 -> nand2_1 -> o311ai_1"} 1
chip_impl_metric{name="dpl.cell_count",unit=""} 83
chip_impl_metric{name="die_width",unit="µm"} 80
chip_impl_metric{name="finalClockPeriodUsage",unit="%"} 77.9
chip_impl_metric{name="syn2layout_area_growth",unit="%"} 60.6
chip_impl_metric{name="critical-path-max-stage-delay",unit="ps"} 480
chip_impl_metric{name="yosys_cells",unit=""} 29
chip_impl_metric{name="placeableCoreArea",unit="µm²"} 3420
chip_impl_metric{name="cts_made_buffers",unit=""} 3
chip_impl_info{name="crit_path_max_delay_cell_type",value="clkdlybuf4s50_1"} 1
chip_impl_metric{name="grt-ovfl-total",unit=""} 0
final cells by class:
cell class	count	area [µm²]	area share [%]
inverters	1	3.75	0.898
well taps	46	57.6	13.8
clock buffers	3	22.5	5.39
flip-flops and latches	4	80.1	19.2
multi-input cells	24	176	42.2
repair buffers	8	77.6	18.6
power by group:
group / internal [W] / total [W] / leakage (nW) / switching (W)
Sequential: 0.0000820 / 0.0000953 / 0.0333 / 0.0000133
Clock: 0.0000583 / 0.0000857 / 0.0138 / 0.0000274
Combinational: 0.0000519 / 0.0000875 / 0.108 / 0.0000356
metal layers:
| metal | up-vias | part of all wire, % | global-route usage [%] |
|---|---|---|---|
| met4 | 0 | 0 | 0.880 |
| li1 | 129 | - | - |
| met2 | 5 | 49 | 3.61 |
| met5 | - | 0 | 0 |
| met1 | 120 | 40 | 1.93 |
| met3 | 0 | 11 | 1.02 |
worst max path at each step:
stage,from,end,slack [ps]
6_report,increment,count[3],510
5_1_grt,increment,count[3],410
4_1_cts,increment,count[3],500
per-stage QoR:
step | power [W] | cell area (µm²) | utilization (%)
final | 0.000268 | 418 | 12.2
after floorplan | 0.000141 | 260 | -
after global routing | 0.000297 | 418 | 12.2
after global placement | 0.000180 | 395 | 11.6
after CTS | 0.000279 | 418 | 12.2
after detailed placement | 0.000185 | 395 | 11.6
cells in the final DEF, fill, tap and decap left out:
cell type,count
nand3_2,1
nor2b_1,1
ha_1,2
nand2b_1,2
a221o_1,1
nand4_1,1
buf_4,1
nand2b_2,1
nand2_1,2
inv_1,1
a21oi_2,1
nor3_1,2
clkdlybuf4s50_1,7
fa_1,1
a21oi_1,1
xor2_1,2
o21ai_0,1
dfxtp_1,4
o311ai_1,1
clkbuf_4,3
nor2_1,4
worst max-delay path, delay by kind of cell:
kind                       cells  cell delay, ps
adders and majority gates      1             360
buffers and inverters          2             570
and+or+nand+nor                1              70
AOI/OAI and AO/OA              2             470
kinds of logic after synthesis:
logic type,Yosys count
flip-flops,4
adder cells (fa/ha/maj),3
AND-OR/OR-AND,5
XOR/XNOR,2
AND/OR/NAND/NOR,14
buffers and inverters,1
No activity file was given, so power comes from the tool's default toggle rates.
